File: /design/flow/design.v
module hCounter (
        input clk,
        input rst,
        input RST,
        output reg [8:0] count
);
        always @(posedge clk or posedge rst or posedge RST)
        begin
                if(RST)
                        count <= 0;
                else if(rst)
                        count <= 0;
                else
                        count <= count + 1'b1;
        end
endmodule
module hSyncGen (
        input [8:0] hCount,
        output reg hVisible,
        output reg hSync,
        output hRst
);
        assign hRst = (hCount == 264) ? 1'b1 : 1'b0;
        always @ (hCount)
        begin
                if(hCount == 0)
                begin
                        hVisible <= 1'b1;
                        hSync <= 1'b1;
               	end
                else if(hCount == 200)
                        hVisible <= 1'b0;
                else if(hCount == 210)
                        hSync <= 1'b0;
                else if(hCount == 242)
                        hSync <= 1'b1;
        end
endmodule
module vCounter (
        input clk,
        input rst,
        input RST,
        output reg [9:0] count
);
        always @(posedge clk or posedge rst or posedge RST)
        begin   
                if(RST)
                        count <= 0;
                else if(rst)
                        count <= 0;
                else
                        count <= count + 1'b1;
        end
endmodule
module vSyncGen (
        input [9:0] vCount,
        output reg vVisible,
        output reg vSync,
        output vRst
);
        assign vRst = (vCount == 628) ? 1'b1 : 1'b0;
        always @ (vCount)
        begin
                if(vCount == 0)
                begin
                        vVisible <= 1'b1;
                        vSync <= 1'b1;
                end
                else if(vCount == 600)
                        vVisible <= 1'b0;
                else if(vCount == 601)
                        vSync <= 1'b0;
                else if(vCount == 605)
                        vSync <= 1'b1;
        end
endmodule
module GPU (
        input CLK,
        input RST,
        output HSYNC,
        output VSYNC,
        output [8:0] HCOUNT,
        output [9:0] VCOUNT,
        output [15:0] ADDR,
        output OE
);
        wire hRst, hVisible, vRst, vVisible;
        wire [8:0] hCount;
        wire [9:0] vCount;
        hCounter hcounter(CLK, hRst, RST, hCount);
        hSyncGen hgenerator(hCount, hVisible, HSYNC, hRst);
        vCounter vcounter(hRst, vRst, RST, vCount);
        vSyncGen vgenerator(vCount, vVisible, VSYNC, vRst);
        assign OE = hVisible & vVisible;
        assign ADDR = {vCount[9:2],hCount[7:0]};
        assign HCOUNT = hCount;
        assign VCOUNT = vCount;
        assign HRST = hRst;
endmodule
File: /design/flow/run.sh
#!/bin/bash
# OpenROAD 26Q1-2900-gdf79404cd8, Yosys 0.63+post, stock flow scripts
make -C /OpenROAD-flow-scripts/flow DESIGN_CONFIG=/design/flow/config.mk WORK_HOME=/design/flow/orfs finish
File: /design/flow/config.mk
export PLATFORM = sky130hd
export DESIGN_NAME = GPU
export DESIGN_NICKNAME = GPU
export VERILOG_FILES = /design/flow/design.v
export SDC_FILE = /design/flow/constraint.sdc
export NUM_CORES = 4
export LEC_CHECK = 1
export CORE_AREA = 10 10 98 98
export DIE_AREA = 0 0 108 108
File: /design/flow/constraint.sdc
current_design GPU

set clk_period 1.0
set clk_io_pct 0.2

create_clock -name clk0 -period $clk_period [get_ports {CLK}]

set non_clock_inputs [all_inputs -no_clocks]
set_input_delay [expr $clk_period * $clk_io_pct] -clock clk0 $non_clock_inputs
set_output_delay [expr $clk_period * $clk_io_pct] -clock clk0 [all_outputs]
==> results.cfg <==
; physical design summary
[synth]
ys_sh_adder_pct = 6.22
ys_sh_mux_pct = 0
logic_family = simple AND/OR/NAND/NOR gates
async_reset_ff_share_pct = 82.6
aoi_share_pct = 3.01
top_cells_by_area = dfrtn_1 (21%), dfrtp_1 (19%), buf_4 (10%)
ys_cells = 127
edf_count = 0
ys_sh_xor_pct = 10.9
top_cells_by_count = buf_4 (16), nand2_1 (12), dfrtn_1 (10)
top_area_cell = dfrtn_1
syn_inst = 127
syn-cell-area_um2 = 1210
syn_avg_cell_area_um2 = 9.50
top_cell = buf_4
yosys_most_used_dff = dfrtn_1
ys_seq_elements = 23
ys_sh_simple_pct = 22.6
yosys.area.top_type_share_pct = 20.7
ys_area_um2 = 1210
synth_cell_types = 29
ys.warnings.count = 24

[clock_network]
clk_pin_slew_ps = 40
cts_buffers = 3
h-tree-depth = 1
cts_root_buf = clkbuf_8
clock_path_buffers = 2
cts_hold_buf = 0
cts_tree = yes
worstSkewPairLatency_ps = 230

[pwr]
powerDensity_nw_per_um2 = 398
p_leak_nw = 0.895
power.total_mw = 0.810
ir_worst_vdd_uv = 330

[timing]
final.setup_skew_ps = 1.83
fmax_ghz = 0.833
post-route-period-util_pct = 120
untimed_endpoints = 35
setup-violations-final = 28
fin_crit_ps = 1200
unclocked_regs = 14
tightest_slew_ps = 374
hold_violations = 0
max_slew_margin_pct = 74.8
setup_ws_ps = -201
slew_violations = 0
rsz0062_at_grt = yes

[critical_path]
start_kind = register
worstPathRequired_ps = 1110
cp_max_fo = 4
critPathCaptureType = register
crit_path_frequent_cell = buf_6
critPathKind = register to register
rrSetupSlack_ps = -200
path_cells = buf_6, buf_6, ha_4, nand2_4, nor2_2, xor2_1
cpPeakStageDelay_ps = 390
r2r_cells = 6
r2r_end = hcounter.count[6]
slowest_stage = dfrtp_1
worstReg2RegStart = hcounter.count[0]
crit_arrival_ps = 1310

[job]
cap_violations = 0
openroad.warnings = 31

[floorplanning]
core-area_um2 = 7650
ios = 40
die-area_um2 = 11700
placementRows = 32
die_w_um = 108
initial_core_util_pct = 15.8
fp.dieH_um = 108

[global_route]
grt.total_usage_pct = 5.48
grt_pass1_vias = 1082
grt-ovfl-total = 0
grt_max_degree = 11
antenna_found_initial = 0
grt_pass1_wl_um = 5410

[place]
dpl.cell_count = 264
detailedPlace.worstSlack_ps = -135
gp_congestion = 0.797
numPortBuffers = 39
dp_hpwl_um = 2440

[run_status]
status = finished, violations left
violations = negative setup slack

[final_layout]
layout-drive-gt1-share_pct = 38.5
instances_no_fill = 289
final_util_pct = 26.6
n_fill_cell = 751
syn2layout_area_growth_pct = 68.6

[drt]
via_count = 1045
drc = 0
diodes = 0
initialDrtViolationCount = 17
ant_nets = 0
via_per_inst = 3.62
wl_per_cell_um = 11.5
drt-total-wl_um = 3320
firstDrtPassIters = 4

[hold_path]
min_path_type = input port to asynchronous set/reset pin
-- timing repair --
action,4_1_cts,5_1_grt
resized,72,20
buffers inserted,17,5
setup endpoints to repair,31,27
pin swaps,4,3
-- layer usage --
metal  vias up  GRT usage, %  share of wire (%)  wire, um
met5         -             0                  0         0
met4         0         0.763                1.3        43
met3         4          1.08                5.8       191
met2        33          9.66                 50      1650
met1       477          6.91                 43      1440
li1        531             -                  -         -
-- worst max path at each step --
| stage | start | end | slack [ps] | cells past startpoint |
|---|---|---|---|---|
| after CTS | hcounter.count[0] | hcounter.count[8] | -150 | 6 |
| after global routing | hcounter.count[0] | hcounter.count[8] | -250 | 6 |
| final | hcounter.count[0] | hcounter.count[6] | -200 | 6 |
-- cell families (layout without fill, tap and decap cells) --
family | Yosys count | count (layout)
and+or+nand+nor | 52 | 52
DFF | 19 | 19
AOI/OAI and AO/OA | 6 | 6
xor gates and xnor gates | 15 | 15
buffers and inverters | 25 | 85
adders and majority gates | 6 | 6
latches | 4 | 4
-- sequential cells by signal (all words and copies together), names as in the netlist --
signal,count
vgenerator.vVisible,1
vcounter.count,10
hgenerator.hSync,1
hgenerator.hVisible,1
vgenerator.vSync,1
hcounter.count,9
-- power breakdown --
part           switching [mW]  leakage (nW)  internal, mW  total, mW
clock network           0.132        0.0228         0.277      0.409
registers                   0         0.275         0.366      0.366
logic                  0.0194         0.597        0.0161     0.0355
-- worst max-delay path: cells and delay by family, from the launching register on --
family	cells	cell delay (ps)
and+or+nand+nor	2	100
DFF	1	390
buffers and inverters	2	250
xor gates and xnor gates	1	160
adders and majority gates	1	170
-- cells in the final DEF (no fill, tap or decap), drive strengths merged, types with 3 or more instances in the layout --
| cell | Yosys | layout |
|---|---|---|
| nor3 | 7 | 7 |
| buf | 17 | 51 |
| nor4 | 5 | 5 |
| nor2 | 8 | 8 |
| nand3 | 9 | 9 |
| dlxtn | 4 | 4 |
| xor2 | 9 | 9 |
| ha | 6 | 6 |
| dfrtp | 9 | 9 |
| dfrtn | 10 | 10 |
| clkdlybuf4s50 | 0 | 22 |
| inv | 6 | 6 |
| and2 | 3 | 3 |
| clkbuf | 2 | 6 |
| nand2 | 13 | 13 |
| xnor2 | 6 | 6 |
-- cell type report --
type,count,area (um^2),share of cell area [%]
well taps,102,128,6.28
multi-input cells,79,598,29.4
clock buffers,4,45.0,2.22
repair buffers,75,698,34.3
flip-flops and latches,23,537,26.4
inverters,6,27.5,1.35
-- metrics by stage --
step / hold WS (ps) / TNS [ps] / area (um^2)
4_1_cts: 460 / -2220 / 1930
3_5_place_dp: 532 / -1870 / 1750
3_3_place_gp: 505 / -1500 / 1750
6_report: 445 / -2670 / 2030
2_1_floorplan: 54.8 / 0 / 1250
5_1_grt: 466 / -3820 / 2030
Power and IR drop assume default switching activity.
